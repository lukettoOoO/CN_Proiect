## design/flow/run.sh

```bash
#!/bin/bash
# OpenROAD 26Q1-2900-gdf79404cd8, Yosys 0.63+post, stock flow scripts
make -C /OpenROAD-flow-scripts/flow DESIGN_CONFIG=/design/flow/config.mk WORK_HOME=/design/flow/orfs finish
```

## design/flow/config.mk

```make
export PLATFORM = sky130hd
export DESIGN_NAME = rca8
export DESIGN_NICKNAME = rca8
export VERILOG_FILES = /design/flow/design.v
export SDC_FILE = /design/flow/constraint.sdc
export NUM_CORES = 4
export LEC_CHECK = 1
export CORE_AREA = 10 10 81 81
export DIE_AREA = 0 0 91 91
```

## design/flow/constraint.sdc

```tcl
current_design rca8

set clk_period 7.8
set clk_io_pct 0.2

create_clock -name clk0 -period $clk_period

set non_clock_inputs [all_inputs -no_clocks]
set_input_delay [expr $clk_period * $clk_io_pct] -clock clk0 $non_clock_inputs
set_output_delay [expr $clk_period * $clk_io_pct] -clock clk0 [all_outputs]
```

## design/flow/design.v

```verilog
module c2tosm(
    input [7:0] x, y, z,
    output reg [7:0] sm
);
    always @(*) begin
        if (z[7] == 1 || ((x[7] != y[7]) && z[7] == 0)) begin
            sm = ~z + 1;
            sm[7] = 1;
        end else begin
            sm = z;
        end
    end
endmodule
module fac (
  input x, y, c_in,
  output z, c_out
  );
  assign z = x^y^c_in;
  assign c_out = x & y | x & c_in | y & c_in;
endmodule
module rca8 (
    input [7:0] x, y,
    input c_in,
    output [7:0] z,
    output c_out, ovr
);
  wire [8:0] c;
  wire [7:0] z_sm;
  wire [7:0] x_c2, y_c2, z_c2;
  smtoc2 smtoc2_inst (
    .x(x), .y(y), .x_c2(x_c2), .y_c2(y_c2)
  );
  assign c[0] = c_in;
  generate
    genvar i;
    for(i = 0; i < 8; i = i + 1) begin : fac_generate
      fac fac_inst (
        .x(x_c2[i]), .y(y_c2[i]), .c_in(c[i]), .z(z_c2[i]), .c_out(c[i+1])
      );
    end
  endgenerate
  assign c_out = c[7];
  assign ovr = (x_c2[7] == y_c2[7]) && (z_c2[7] != x_c2[7]);
  c2tosm c2tosm_inst (
    .x(x),
    .y(y),
    .z(z_c2),
    .sm(z_sm)
  );
  assign z = z_sm;
endmodule
module smtoc2 (
  input [7:0] x, y,
  output reg [7:0] x_c2, y_c2
);
  wire [7:0] x_c1, y_c1;
  wire x_sign, y_sign;
  assign x_sign = x[7];
  assign y_sign = y[7];
  assign x_c1 = ~x;
  assign y_c1 = ~y;
  always @(*) begin
    if (x_sign) begin
        x_c2 = x_c1 + 1;
    end else begin
        x_c2 = x;
    end
    if (y_sign) begin
        y_c2 = y_c1 + 1;
    end else begin
        y_c2 = y;
    end
  end
endmodule
```

==> flow_summary.yaml <==
# generated from flow reports
cts:
  cts.repair.resized: 0
  post-cts-setup-buffers: 0
  cts_hold_buffers: 0
route:
  routed_wl_um: 1820
  antenna_left: 0
  wl_per_cell_um: 10.1
  diodes: 0
  drc: 0
  vias: 644
  drt_pre_antenna_iters: 4
  drtIter0Drc: 5
  via_per_inst: 3.58
layout:
  seq_area_um2: 0
  syn2layout_area_growth_pct: 54.0
  nFlopsAndLatches: 0
  clkbuf_count: 0
  final_layout_size_suffix_gt1_frac: 0.159
  utilization: 0.228
  final_cell_area_mm2: 0.00110
floorplan:
  core_area_mm2: 0.00482
  die_height_um: 91
  die-area_mm2: 0.00828
  rows: 25
  die_width_um: 91
  io_pins: 27
  fp_util: 0.148
placement:
  gp_congestion: 0.834
  post-place-ws_ns: 0.175
  hpwl_um: 1720
  port_buffers: 27
  postPlaceCellArea_mm2: 0.00109
outcome:
  outcome: "finished clean"
sta:
  max_freq_mhz: 134
  maxSlewViolCount: 0
  hold_viol: 0
  min_period_ns: 7.46
  relSlewSlack: 0.727
  worst_slack_ns: 0.341
  setup_violations: 0
  worst_slew_pin_slew_ns: 0.408
  tns_ns: 0
  rsz0062_at_grt: "no"
  finalCritPeriodShare: 0.956
yosys:
  synth_cell_types: 29
  synth-xor-area-share: 0.196
  ys_seq_frac: 0
  synth-warning-count: 2
  synth_area_um2: 713
  ys_sh_simple: 0.330
  syn_area_per_cell_um2: 8.49
  synth_cells: 84
  mux_share: 0.0281
  synthTopLogicFamily: "simple AND/OR/NAND/NOR gates"
  synth_stat.cells: 84
  ys_area_um2: 713
  ys_sh_adder: 0.249
  ys_sh_aoi: 0.112
worst_hold_path:
  min_path_type: "primary input to output port"
  min_path_cells: 3
  holdCritStartpoint: "x[0]"
  whs_endpoint: "z[0]"
grt:
  use_met3: 0.0133
  grt_pass1_vias: 661
  antenna_found_initial: 0
  grt-busiest-layer: "met1"
  overflow: 0
  grt_util_met1: 0.0679
  track_usage: 0.0433
  grt_max_degree: 9
  grt_pass1_wl_um: 3080
  use_met2: 0.0597
power_and_ir_drop:
  p_total_uw: 136
  ir_drop_mv: 0.0475
  p_per_area_mw_per_mm2: 124
  leakage_uw: 0.000446
flow_run:
  cap_violations: 0
  log.warning_count: 32
critical_path:
  crit_required_ns: 6.24
  start_kind: "primary input"
  crit_arrival_ns: 5.90
  path_class: "primary input to output port"
  cp_max_fo: 7
  endpoint_kind: "output port"
==> Yosys cell counts, drive strengths merged, types with 3 or more instances <==
library cell | n | area [um^2]
o21ai | 7 | 42.5
nand2 | 7 | 26.3
nand3 | 6 | 30.0
xnor2 | 6 | 52.6
xor2 | 10 | 87.6
inv | 11 | 41.3
ha | 3 | 37.5
nand2b | 3 | 18.8
fa | 7 | 140
==> metrics by stage <==
stage / hold WS, ns / cells
finish: 4.03 / 180
floorplan: 3.24 / 84
detailed placement: 4.33 / 180
CTS: 4.33 / 180
global route: 4.11 / 180
global placement: 4.31 / 180
==> worst max path at each step <==
stage,cells after the start,slack [ns],start,endpoint
after CTS,20,0.17,x[0],z[3]
after global routing,20,0.03,y[0],z[6]
final,20,0.34,x[1],z[3]
==> cells by family (layout without fill, tap and decap cells) <==
group                    Yosys count  count (layout)
buffers and inverters             14              43
adder cells (fa/ha/maj)           10              10
AND/OR/NAND/NOR                   31              31
XOR/XNOR                          16              16
multiplexers                       2               2
AND-OR/OR-AND                     11              11
==> area by class of cell <==
cell class / count / area [um^2]
Fill cell: 550 / 3720
Inverter: 11 / 41.3
Timing Repair Buffer: 32 / 310
Tap cell: 67 / 83.8
Multi-Input combinational cell: 70 / 663
==> cells in the final DEF (no fill, tap or decap), drive strengths merged <==
master / instances
clkdlybuf4s50: 26
inv: 11
xor2: 10
nand2: 7
fa: 7
o21ai: 7
xnor2: 6
nand3: 6
buf: 5
nand2b: 3
ha: 3
o31ai: 2
mux2i: 2
nor2: 2
nand4: 2
or3: 2
or4b: 2
nor4b: 2
nor4: 1
or4: 1
a211o: 1
nand4b: 1
o211ai: 1
nand3b: 1
and2: 1
dlymetal6s2s: 1
==> layer usage <==
metal / vias to the layer above / part of all wire / wire [um]
met2: 24 / 0.39 / 711
met5: - / 0 / 0
li1: 344 / - / -
met3: 0 / 0.084 / 152
met4: 0 / 0 / 0
met1: 276 / 0.52 / 952
==> where the power goes <==
group          total [uW]  internal (uW)  switching, uW  leakage [uW]
logic                 136           84.0           51.8      0.000446
clock network           0              0              0             0
registers               0              0              0             0
==> worst max-delay path, cell delays in order <==
cell	delay [ns]
clkdlybuf4s50_1	0.50
inv_1	0.05
ha_1	0.26
mux2i_1	0.09
fa_1	0.43
inv_1	0.08
fa_1	0.16
inv_1	0.05
fa_1	0.37
fa_1	0.37
inv_1	0.07
fa_1	0.15
inv_1	0.05
fa_2	0.35
inv_1	0.09
nand3_1	0.11
a211o_4	0.40
nand3_1	0.11
xor2_1	0.15
clkdlybuf4s50_1	0.49
Power figures rest on the tool's default switching activity, not on a simulated workload.
