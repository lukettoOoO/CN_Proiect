`/design/flow/run.sh`:
```
#!/bin/bash
# OpenROAD 26Q1-2900-gdf79404cd8, Yosys 0.63+post, stock flow scripts
make -C /OpenROAD-flow-scripts/flow DESIGN_CONFIG=/design/flow/config.mk WORK_HOME=/design/flow/orfs finish
```
`/design/flow/config.mk`:
```
export PLATFORM = sky130hd
export DESIGN_NAME = define_sign
export DESIGN_NICKNAME = define_sign
export VERILOG_FILES = /design/flow/design.v
export SDC_FILE = /design/flow/constraint.sdc
export NUM_CORES = 4
export LEC_CHECK = 1
export CORE_AREA = 10 10 70 70
export DIE_AREA = 0 0 80 80
```
`/design/flow/constraint.sdc`:
```
current_design define_sign

set clk_period 1.9
set clk_io_pct 0.2

create_clock -name clk0 -period $clk_period

set non_clock_inputs [all_inputs -no_clocks]
set_input_delay [expr $clk_period * $clk_io_pct] -clock clk0 $non_clock_inputs
set_output_delay [expr $clk_period * $clk_io_pct] -clock clk0 [all_outputs]
```
`/design/flow/design.v`:
```
module define_sign(
input signed [7:0] inbus1,inbus2,
output sign1,sign2,
output [7:0] abs1,abs2
);
assign sign1=inbus1[7];
assign sign2=inbus2[7];
assign abs1=sign1 ? (~inbus1+1'b1) : inbus1;
assign abs2=sign2 ? (~inbus2+1'b1) : inbus2;
endmodule
```
==> impl_metrics.ini <==
; flow metrics
[drt]
via_count = 458
first_pass_iters = 4
avgViaCountPerCell = 3.32
wl_per_cell_um = 10.2
drt-total-wl_mm = 1.41
drcViolationCount = 0
antenna_cells = 0
drt_first_iter_violations = 6
antenna_left = 0

[place]
io_buffers = 34
place_hpwl_mm = 1.19
gp_congestion = 0.789
pre_cts_ws_ns = -0.743
place_area_sq_um = 816

[grt]
antenna_found_initial = 0
grt_first_pass_wirelength_mm = 2.32
grt_pass1_vias = 466
grt-ovfl-total = 0
grt_usage_pct = 4.20
grt_max_degree = 7

[timing]
max_freq_mhz = 537
setup_viol = 0
rsz0062_at_grt = true
finalWorstSetupSlack_ns = 0.0362
maxSlewHeadroom_pct = 78.9
slew_viol_final = 0
period_needed_ns = 1.86
fin_crit_sh_pct = 98.1
tightest_slew_ns = 0.316
worst_hold_slack_ns = 1.19
hold_viol_final = 0

[cells_and_area]
area_delta_synth_final_pct = 161
layout-drive-gt1-share_pct = 47.8
clock_buffers = 0
fin_util_pct = 26.2
seq_area_sq_um = 0
lay_top_count = buf_4
fin_area_sq_um = 895
layout_top_cells = buf_4 (17), xnor2_1 (10), dlygate4sd2_1 (10)
flops = 0

[yosys]
ys_sh_simple_pct = 31.4
synth-seq-area-share_pct = 0
synth_xor_xnor_area_share_pct = 25.5
adder_share_pct = 7.30
syn_area_per_cell_sq_um = 7.79
synth-area-yosys_sq_um = 343
ys_cells = 44
topCombFamilyByArea = simple AND/OR/NAND/NOR gates
ys_sh_aoi_pct = 22.6
synth_cells = 44
ys_types = 13
synthesis.area_sq_um = 343
yosys_warnings = 0
ys_sh_mux_pct = 0

[power_and_ir_drop]
power_density_nw_per_um2 = 198
p_clk_share_pct = 0
peakVddDrop_mv = 0.0514
total_power_w = 0.000177
p_leak_nw = 0.394
comb_power_share_pct = 100.0
p_int_w = 0.000115
swShare_pct = 35.1
p_switching_w = 0.0000622
seqPwrFrac_pct = 0

[run]
openroad.warnings = 34
drv_cap = 0

[floorplanning]
core_sq_um = 3420
dieArea_sq_um = 6400
boundaryPins = 34
dieHeight_um = 80
die_w_um = 80
num_rows = 21
core_util_floorplan_pct = 10.0

[critical_path]
timing.critical_path.arrival_ns = 1.48
required_ns = 1.52
crit_path_end_kind = output pin
crit_path_start_kind = primary input
path_max_fanout = 2
crit_type = in -> out

[cts]
ctsHoldBuffers = 0

[min_path]
hold_class = in -> out

[status]
status = complete, no violations
power by group through the flow:
stage / Sequential, W / Combinational, W / Clock (W)
CTS: 0 / 0.000179 / 0
finish: 0 / 0.000177 / 0
global route: 0 / 0.000196 / 0
worst max-delay path: stages:
cell and delay (ns):
buf_6 0.10, inv_4 0.05, ha_4 0.12, or3b_4 0.39
nand2_1 0.10, xnor2_1 0.11, dlygate4sd2_1 0.23
path summary, 6_finish.rpt:
kind  cells after the start       from      end
max                       7  inbus2[1]  abs2[4]
min                       4  inbus2[1]  abs2[1]
repair_timing:
item,CTS,global route
resized,69,8
pin swaps,12,7
endpoints found under the hold margin,0,0
buffers inserted,4,1
setup endpoints to repair,15,10
synthesized netlist by cell type, drive strengths merged:
library cell,number,area share [%]
nor4,2,3.6
nand2,8,8.8
or3,2,6.6
nor2,2,2.2
ha,2,7.3
o21ai,2,2.9
xnor2,10,26
or3b,2,6.6
nand2b,2,3.6
inv,4,4.4
o31ai,4,20
buf,4,8.8
area by class of cell:
cell class / count / area [sq um]
repair buffers: 52 / 462
multi-input cells: 36 / 353
well taps: 46 / 57.6
fillers: 361 / 2520
inverters: 4 / 22.5
cells by family (layout without fill, tap and decap cells):
logic type,Yosys count,after routing
AOI/OAI and AO/OA,6,6
xor gates and xnor gates,10,10
adders and majority gates,2,2
buffers and inverters,8,56
and+or+nand+nor,18,18
stage by stage:
stage | TNS [ns] | instances
floorplan | 0 | 44
global route | -0.0722 | 138
CTS | -0.0261 | 137
detailed placement | -7.37 | 134
finish | 0 | 138
global placement | -7.21 | 134
routing by layer:
metal  part of all wire (%)  GRT usage [%]  up-vias
met4                      0              0        0
met3                    5.7           1.14        0
li1                       -              -      244
met2                     54           7.54        8
met1                     40           5.14      206
met5                      0              0        -
Power is estimated from default activity; no workload was simulated.
